File: config.mk
export PLATFORM = sky130hd
export DESIGN_NAME = displayController
export DESIGN_NICKNAME = displayController
export VERILOG_FILES = /design/flow/design.v
export SDC_FILE = /design/flow/constraint.sdc
export NUM_CORES = 4
export LEC_CHECK = 1
export CORE_AREA = 10 10 103 103
export DIE_AREA = 0 0 113 113
File: constraint.sdc
current_design displayController

set clk_period 3.2
set clk_io_pct 0.2

create_clock -name clk0 -period $clk_period [get_ports {clk}]

set non_clock_inputs [all_inputs -no_clocks]
set_input_delay [expr $clk_period * $clk_io_pct] -clock clk0 $non_clock_inputs
set_output_delay [expr $clk_period * $clk_io_pct] -clock clk0 [all_outputs]
File: design.v
`timescale 1ns / 1ps
module displayController(clk, in0, in1, in2, in3, in4, in5, in6, in7, out, outan);
    input clk;
    input [6:0] in0, in1, in2, in3, in4, in5, in6, in7;
    output reg [6:0] out;
    output reg [7:0] outan;
    reg [3:0] anode = 0;
    reg [17:0] counter;
    initial begin
        outan = 0;
        out = 0;
        counter = 0;
    end
    always@ (posedge clk)
    begin
        if (counter == 100000) begin
            counter = 0;
            if (anode == 7) begin
                anode = 0;
            end
            else begin
                anode = anode + 1;
            end
        end
        else begin
            counter = counter + 1;
        end
    end
    always @*
    begin
        case (anode)
            0: begin
                outan = 8'b11111110;
                out = in0;
            end
            1: begin
                outan = 8'b11111101;
                out = in1;
            end
            2: begin
                outan = 8'b11111011;
                out = in2;
            end
            3: begin
                outan = 8'b11110111;
                out = in3;
            end
            4: begin
                outan = 8'b11101111;
                out = in4;
            end
            5: begin
                outan = 8'b11011111;
                out = in5;
            end
            6: begin
                outan = 8'b10111111;
                out = in6;
            end
            7: begin
                outan = 8'b01111111;
                out = in7;
            end
            default: begin
                outan = 8'b11111111;
                out = 7'b1111111;
            end
        endcase
    end
endmodule
File: run.sh
#!/bin/bash
# OpenROAD 26Q1-2900-gdf79404cd8, Yosys 0.63+post, stock flow scripts
make -C /OpenROAD-flow-scripts/flow DESIGN_CONFIG=/design/flow/config.mk WORK_HOME=/design/flow/orfs finish
==> Changelog: implementation <==
### Implementation results

- Outcome: complete, no violations
- Async set or reset register ratio after synthesis: 0%
- Dominant cell type by area after synthesis: dfxtp_1
- Seq share, synth: 32.8%
- Final TNS setup: 0 ps
- Average cell area after synthesis: 8.10 um2
- Die Width: 113 um
- H-tree depth: 1
- Clock-pin slew on the worst setup and hold paths: 80 ps
- Clk latency late pin: 260 ps
- Finish-stage setup viols: 0
- Tightest Hold Check Type: reg -> reg
- Sink Count: 22
- Worst path arrival time: 2300 ps
- Crit path time final: 2940 ps
- Share of layout cells above drive strength 1: 6.30%
- Flops & latches, synth: 22
- Pwr dens: 251 mW/mm2
- Max-slew violations: 0
- Initial antenna violation count: 0
- CTS tree: yes
- Chip height: 113 um
- Yosys chip area: 0.00147 mm2
- Wire per inst: 13.9 um
- Mapped cell area: 0.00147 mm2
- GP Congestion: 0.816
- Root Buffer Master: clkbuf_8
- Max-area cell share: 24.6%
- Ys flop type: dfxtp_1
- Top fanout value on the critical path: 10
- Via count: 1604
- Crit path DRT: 2560 ps
- Total track usage: 7.45%
- DRC viols: 0
- CTS Buf Count: 3
- Max Cap Violations: 0
- Largest net degree at the start of global routing: 23
- Psw: 96.4 uW
- Combinational fraction of design power: 11.6%
- Post-synth EDFFs: 4
- Num rows: 33
- P_leak: 0.813 nW
- I/O pins: 72
- Vias in the first global route: 1521
- Cells after Synth: 181
- Gr ovfl total: 0
- Synth cell types: 31
- WL final: 4990 um
- Total die size: 0.0128 mm2
- First-pass GRT wire length: 8080 um
- Setup Fix Bufs, Post-CTS: 0
- Final tally of hold violations: 0
- Hpwl dp: 3910 um
- Initial DRT Pass Iterations: 4
- Sw Ratio: 16.0%
- Top cells by area, synth: dfxtp_1 25%, a22oi_1 11%, edfxtp_1 8.2%
- RSZ-0062 raised after global routing: no
- Int Pwr: 507 uW
- Area grow syn2layout: 63.8%
- Cycle use final: 91.9%
- Core Area: 0.00830 mm2
- Fmax: 340 MHz
- Peak VDD IR: 243 uV
- Relative slew slack: 48.4%
- Count leader, synth: a22oi_1
- Critical Path Sink Type: primary output
- Vias/cell: 4.47
- Yosys stat cell total: 181
- Antenna viol nets, final: 0
- Clock power frac: 42.0%
- Fp_density: 17.7%
- N_diodes: 0
- Warning count from the yosys run: 1
- Drt initial violations: 104
- Setup Crit Path Kind: reg -> out
- Worst setup SP type: flip-flop
- Total Power: 603 uW
- PortBufs: 71
- Tightest Pin Transition: 768 ps
- Synth top cells by count: 21 x a22oi_1, 18 x dfxtp_1, 18 x nor2_1
- Clock buffer depth: 2
- Post-cts hold buffer count: 0
- CTS resizes: 0
- Tool warnings: 29
- Register share of total power: 46.5%
- Setup Skew: 0.977 ps
- Fill count: 864
==> state kept, by name (all words and copies together) (netlist names) <==
register / flops
counter: 18
anode: 4
==> power groups by stage <==
| stage | combinational (mW) | sequential [mW] | clock (mW) |
|---|---|---|---|
| final | 0.0697 | 0.280 | 0.253 |
| after global routing | 0.0735 | 0.280 | 0.275 |
| after CTS | 0.0702 | 0.280 | 0.259 |
==> per-layer routing <==
layer	vias up	track usage (%)	wire length, um
met4	0	0.0846	0
met3	0	2.24	440
met5	-	0	0
met1	732	10.8	2430
met2	60	11.4	2120
li1	812	-	-
==> cell type report <==
class                   instances  area (um2)  share of cell area, %
repair buffers                 79         771                   32.1
multi-input cells             138         907                   37.8
clock inverters                 1        30.0                   1.25
inverters                      11        41.3                   1.72
well taps                     105         131                   5.47
flip-flops and latches         22         480                   20.0
clock buffers                   3        41.3                   1.72
==> critical path, cell delays in order, from the launching register on <==
cell and delay (ps):
edfxtp_1 440, ha_1 370, nor3_1 320, a21oi_1 120
buf_4 180, o211ai_1 120, clkdlybuf4s50_1 510
==> metrics by stage <==
| stage | setup slack, ps | cells | util, % | instance area (um2) | hold WS [ps] |
|---|---|---|---|---|---|
| after floorplan | 1050 | 181 | - | 1470 | 435 |
| after global placement | 506 | 355 | 28.1 | 2330 | 471 |
| after detailed placement | 499 | 355 | 28.1 | 2330 | 458 |
| after CTS | 239 | 359 | 28.9 | 2400 | 475 |
| after global routing | 70.1 | 359 | 28.9 | 2400 | 490 |
| final | 260 | 359 | 28.9 | 2400 | 476 |
==> placed cells by master, fill, tap and decap left out, drive strengths merged <==
cell | synthesis | routed
o211ai | 2 | 2
a31oi | 3 | 3
a222oi | 1 | 1
and3 | 1 | 1
a21oi | 2 | 2
buf | 1 | 8
nor4 | 6 | 6
a22oi | 21 | 21
or3 | 1 | 1
nor2 | 18 | 18
nor2b | 1 | 1
clkdlybuf4s50 | 0 | 71
nand4 | 9 | 9
xnor2 | 11 | 11
nand3 | 16 | 16
clkbuf | 9 | 3
dfxtp | 18 | 18
inv | 10 | 10
ha | 6 | 6
nor3 | 5 | 5
nand2 | 17 | 17
clkinv | 1 | 1
mux2 | 1 | 1
bufinv | 0 | 1
nand4b | 4 | 4
a221oi | 3 | 3
edfxtp | 4 | 4
o21ai | 3 | 3
a21o | 1 | 1
xor2 | 6 | 6
==> cells by family (layout without fill, tap and decap cells) <==
group                    Yosys count  in the layout  share of synthesized area (%)
AND/OR/NAND/NOR                   78             78                           28.1
XOR/XNOR                          17             17                           10.2
flip-flops                        22             22                           32.8
AND-OR/OR-AND                     36             36                           17.7
adder cells (fa/ha/maj)            6              6                           5.12
buffers and inverters             21             94                           5.38
multiplexers                       1              1                          0.768
==> worst paths after layout <==
check              start          end  slack (ps)  depth (start not counted)
max             anode[0]       out[4]         260                          6
min          counter[17]  counter[17]         480                          1
min reg2reg  counter[17]  counter[17]         480                          1
max reg2reg   counter[6]     anode[0]        1300                          3
No activity file was given, so power comes from the tool's default toggle rates.

==> /design/flow/design.v <==
`timescale 1ns / 1ps
module LED_FSM(clk, hand, r, g, aud_out);
    input clk;
    input [1:0] hand;
    output reg r, g, aud_out;
    wire slowclk;
    slowclk #(100_000_000, 100) u_slowclk(.clk(clk), .reset(), .slowclk(slowclk));
    parameter s0 = 3'b000, s1 = 3'b001, s2 = 3'b010, s3 = 3'b011, s4 = 3'b100, s5 = 3'b101, s6 = 3'b110;
    reg [2:0] PS = s0, NS;
    reg [28:0] counter = 0;
    reg counter_rst;
    always @(posedge slowclk) begin
        if (counter_rst)
            counter <= 0;
        else
            counter <= counter + 1;
    end
    always @ (posedge slowclk) begin
        PS <= NS;
    end
    wire freq730, freq950;
    slowclk #(100_000_000, 730) u_slowclk_730(.clk(clk), .reset(), .slowclk(freq730));
    slowclk #(100_000_000, 950) u_slowclk_950(.clk(clk), .reset(), .slowclk(freq950));
    always @* begin
        case (PS)
            s0: begin
                counter_rst = 1;
                r = 1'b1;
                g = 1'b0;
                aud_out = 1'b0;
                if (hand == 2'b11)
                    NS = s1;
                else
                    NS = s0;
            end
            s1: begin
                counter_rst = 1;
                r = 1'b0;
                g = 1'b0;
                aud_out = freq730;
                if (hand == 2'b11)
                    NS = s1;
                else if (hand == 2'b01)
                    NS = s2;
                else
                    NS = s1;
            end      
            s2: begin
                counter_rst = 1;
                r = 1'b1;
                g = 1'b0;
                aud_out = 1'b0;
                if (hand == 2'b11)
                    NS = s3;
                else if (hand == 2'b01)
                    NS = s2;
                else
                    NS = s2;
            end      
            s3: begin
                counter_rst = 1;
                r = 1'b0;
                g = 1'b0;
                aud_out = freq730;
                if (hand == 2'b11)
                    NS = s3;
                else
                    NS = s4;
            end  
            s4: begin
                counter_rst = 0;
                r = 1'b1;
                g = 1'b0;
                aud_out = 1'b0;
                if (counter == 50)
                    NS = s5;
                else
                    NS = s4;
            end
            s5: begin
                counter_rst = 1;
                r = 1'b1;
                g = 1'b0;
                aud_out = 1'b0;
                NS = s6;
            end
            s6: begin
                counter_rst = 0;
                r = 1'b0;
                g = 1'b1;
                aud_out = freq950;
                if (counter == 300)
                    NS = s0;
                else
                    NS = s6;
            end  
        endcase
    end
endmodule
`timescale 1ns / 1ps
module pwm (clk, duty_in, out);
    input clk;
    input [25:0] duty_in;
    output out;
    localparam rollover = 2000000;
    reg [25:0] counter = 0;
    always @(posedge clk) begin
        if (counter == rollover)
            counter <= 0;
        else
            counter <= counter + 1;
    end
    assign out = (counter < duty_in) ? 1'b1 : 1'b0;
endmodule
`timescale 1ns / 1ps
module slowclk
    #(parameter system_clock = 100_000_000, target_freq = 50_000_000)
    (clk, reset, slowclk);
    input clk;
    input reset;
    output reg slowclk = 0;
    localparam counter_max = system_clock/(2*target_freq);
    reg [27:0] counter = 0;  
    always @ (posedge clk)
    begin
        if (reset) begin
            counter <= 0;
            slowclk <= 0;
        end
        else begin
            counter = counter + 1;
            if (counter == counter_max) begin
                slowclk <= ~slowclk;
                counter <= 0;
            end
        end
    end
endmodule
`timescale 1ns / 1ps
module top(clk, manual_on, sw, rpi, out, r, g, aud_out);
    input clk, manual_on;
    input [1:0] sw;
    input [1:0] rpi;
    output r, g, aud_out;
    output [2:0] out;
    reg [25:0] duty0, duty1, duty2;
    wire [1:0] decode;
    assign decode = (manual_on) ? sw : rpi;
    always @(decode) begin
        case (decode)
            2'b00: begin duty0 = 100000; duty1 = 145000; duty2 = 145000; end
            2'b01: begin duty0 = 50000;  duty1 = 50000;  duty2 = 50000;  end
            2'b10: begin duty0 = 100000; duty1 = 50000;  duty2 = 145000; end
            2'b11: begin duty0 = 75000;  duty1 = 97500;  duty2 = 97500;  end
        endcase
    end
    pwm u_pwm_0(.clk(clk), .duty_in(duty0), .out(out[0]));       
    pwm u_pwm_1(.clk(clk), .duty_in(duty1), .out(out[1]));       
    pwm u_pwm_2(.clk(clk), .duty_in(duty2), .out(out[2]));       
    LED_FSM u_LED_FSM(.clk(clk), .hand(rpi), .r(r), .g(g), .aud_out(aud_out));
endmodule
==> /design/flow/run.sh <==
#!/bin/bash
# OpenROAD 26Q1-2900-gdf79404cd8, Yosys 0.63+post, stock flow scripts
make -C /OpenROAD-flow-scripts/flow DESIGN_CONFIG=/design/flow/config.mk WORK_HOME=/design/flow/orfs finish
==> /design/flow/config.mk <==
export PLATFORM = sky130hd
export DESIGN_NAME = top
export DESIGN_NICKNAME = top
export VERILOG_FILES = /design/flow/design.v
export SDC_FILE = /design/flow/constraint.sdc
export NUM_CORES = 4
export LEC_CHECK = 1
export CORE_UTILIZATION = 30
==> /design/flow/constraint.sdc <==
current_design top

set clk_period 5.6
set clk_io_pct 0.2

create_clock -name clk0 -period $clk_period [get_ports {clk}]

set non_clock_inputs [all_inputs -no_clocks]
set_input_delay [expr $clk_period * $clk_io_pct] -clock clk0 $non_clock_inputs
set_output_delay [expr $clk_period * $clk_io_pct] -clock clk0 [all_outputs]
==> flow_summary_export.csv <==
group,metric,value,unit
outcome,outcome,"finished clean",
drt,vias_per_cell,4.96,
final_timing,drv_slew,0,
critical_path,crit_start,"manual_on",
clocking,cts_root_buf,"clkbuf_16",
cells_and_area,num-fill-cells,1441,
yosys,ys_area,0.00447,sq mm
yosys,syn_area_per_cell,9.17,sq um
clocking,clk_latency,0.34,ns
flow_run,warnings,31,
final_timing,skew,0.00486,ns
final_timing,hold_viol_final,0,
critical_path,rr_startpoint,"u_pwm_2.counter[0]",
drt,postRouteAntennaNets,0,
yosys,synthCells,487,
final_timing,worst_pin_slew,0.700,ns
drt,drc_errors,0,
final_timing,relSlewSlack,53.1,%
clocking,cts.sinks,78,
yosys,top_cells_by_area,"dfxtp_1 (35%), ha_1 (12%), xnor2_1 (6.9%)",
clocking,cts_setup_buffers,0,
drt,antenna-diode-count,0,
global_routing,antenna_found_initial,0,
drt,drtIter0Drc,232,
yosys,ys_top_cells_by_count,"dfxtp_1 (78), ha_1 (44), nor2_1 (43)",
global_routing,grt-ovfl-total,0,
cells_and_area,layout-area-overhead-vs-synth,11.9,%
flow_run,cap_violations,0,
final_timing,fin_tns_setup,0,ns
clocking,cts_buffer_depth,2,
power_and_ir_drop,vdd_drop_max,0.122,mV
clocking,htree_levels,3,
critical_path,path_class,"primary input to output port",
yosys,synth-seq-cells,78,
critical_path,slowest_delay,0.51,ns
final_timing,setup_viol,0,
floorplanning,die-area,0.0154,sq mm
final_timing,max_freq,191,MHz
clocking,cts_tree,"yes",
clocking,cts_buffers,9,
yosys,ys.flop_type,"dfxtp_1",
placed_design,placed_cells,667,
clocking,ctsHoldBuffers,0,
yosys,yosys.area.top_type,"dfxtp_1",
yosys,yosysSeqAreaShare,34.9,%
clocking,ctsResizeCount,0,
cells_and_area,mi_logic_area,0.00273,sq mm
drt,wl,8520,microns
drt,post_drt_wl_per_cell,12.5,microns
drt,first_pass_iters,4,
floorplanning,die_h,124,microns
final_timing,whs,0.456,ns
placed_design,detailed_place_hpwl,6230,microns
power_and_ir_drop,leakage,2.01,nW
critical_path,crit_required,4.48,ns
critical_path,critical_path.max_fanout,7,
yosys,yosysMostFrequentCell,"dfxtp_1",
yosys,syn-cell-area,0.00447,sq mm
floorplanning,rows,44,
cells_and_area,drive_gt1_share,8.02,%
placed_design,routabilityCongestion,0.872,
critical_path,critPathSlowestCell,"clkdlybuf4s50_1",
placed_design,port_buffers,8,
yosys,ys_async_sr_fraction,0,%
final_timing,rsz0062_at_grt,"false",
cells_and_area,register_area,0.00156,sq mm
yosys,ys_cells,487,
hold_path,worstHoldStart,"u_pwm_1.counter[25]",
yosys,ys_types,53,
yosys,edf_count,0,
yosys,yosysWarningCount,9,
yosys,synth_top_area_share,34.9,%
clocking,cts.reportedPaths.clkPinSlew,0.06,ns
critical_path,cp_cell_sequence,"clkdlybuf4s50_1 -> mux2i_1 -> inv_1 -> ha_1 -> inv_1 -> ha_1 -> nor4bb_1 -> and3_1 -> o211ai_1 -> a31oi_1 -> nor3_1 -> clkdlybuf4s50_1",
global_routing,gr-usage-all-layers,12.2,%
global_routing,grt_start_max_net_pins,14,
floorplanning,ioPinCount,12,
global_routing,grt_pass1_vias,3168,
final_timing,fin_crit_sh,93.4,%
critical_path,critPathLaunchType,"primary input",
cells_and_area,fin_cells,683,
floorplanning,die_width,124,microns
global_routing,grt_pass1_wl,14900,microns
critical_path,cp.arrival,4.11,ns
hold_path,hold_class,"flip-flop to flip-flop",
final_timing,post-route-min-period,5.23,ns
critical_path,r2r_setup_slack,3.64,ns
critical_path,end_kind,"output port",
floorplanning,fp_util,30.7,%
floorplanning,core,0.0145,sq mm
power_and_ir_drop,power_per_cell_area,239,mW/mm^2
drt,vias,3390,
[placed cells by master (no fill, tap or decap), types with 3 or more instances in the layout]
cell type,netlist,layout
clkbuf_16,0,9
nand4_1,21,21
o211ai_1,4,4
a21o_1,4,4
mux2i_1,3,3
nand3b_1,6,6
nand3_1,28,28
nor3_1,11,11
xor2_1,26,26
xnor2_1,35,35
buf_4,7,3
clkdlybuf4s50_1,0,8
nor4_4,5,5
a21oi_1,13,13
o21ai_1,6,6
nand2_2,3,3
o21ai_0,10,10
nor2_1,43,43
dfxtp_1,78,78
nand2_1,39,39
or4_1,3,3
a31oi_1,3,3
inv_1,18,18
o31ai_1,3,3
conb_1,2,3
ha_1,44,44
nor4b_1,13,13
nor2b_1,5,5
and3_1,13,13
nor3_2,3,3
[sequential cells by signal, indices dropped and copies added, names as in the netlist]
name / count
u_pwm_0.counter: 26
u_pwm_1.counter: 26
u_pwm_2.counter: 26
[power breakdown]
group	switching [mW]	internal (mW)	total (mW)
registers	0	0.555	0.555
clock network	0.225	0.369	0.594
logic	0.0261	0.0197	0.0459
[final cells by class]
type                            count  share of cell area [%]
Tap cell                          184                    4.60
Sequential cell                    78                    31.2
Multi-Input combinational cell    376                    54.6
Clock buffer                       11                    5.06
Clock inverter                      5                    1.13
Inverter                           18                    1.35
Timing Repair Buffer               11                    2.05
[layer usage]
layer  global-route usage [%]  vias to the layer above  routed length (microns)
met5                        0                        -                        0
met4                     2.38                        0                      187
met3                     2.20                       16                      298
met2                     18.1                       41                     3600
met1                     18.6                     1586                     4440
li1                         -                     1747                        -
[per-stage QoR]
stage          area, sq um  utilization, %  total power [mW]  worst slack (ns)
2_1_floorplan         4470               -             0.599              1.38
3_3_place_gp          4690            32.3             0.611             0.364
3_5_place_dp          4690            32.3             0.613             0.325
4_1_cts               5000            34.4              1.21             0.311
5_1_grt               5000            34.4              1.24            0.0848
6_report              5000            34.4              1.19             0.368
[logic make-up after synthesis]
logic type	count (synthesis)	share of synthesized area (%)
compound gates	49	6.55
simple gates	216	29.3
flops	78	34.9
mux	3	0.672
xor+xnor	61	12.0
other cells	2	0.168
fa+ha+maj	44	12.3
buf+inv	34	4.06
[worst paths after layout]
kind,end,cells past startpoint
min,u_pwm_1.counter[25],1
max,out[0],12
max reg2reg,u_pwm_2.counter[19],7
min reg2reg,u_pwm_1.counter[25],1
[worst max-delay path: cells and delay by family]
family / cells / cell delay (ns)
simple gates: 3 / 0.56
buf+inv: 4 / 1.32
fa+ha+maj: 2 / 0.50
compound gates: 2 / 0.20
mux: 1 / 0.41
Power figures rest on the tool's default switching activity, not on a simulated workload.
